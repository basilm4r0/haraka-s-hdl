<file path="design/flow/design.v">
module Mux512 (a, b, sel, out);
	input [511:0] a, b;
	input sel;
	output logic [511:0] out;
	always_comb begin
		out = sel ? b : a;
	end
endmodule
</file>
<file path="design/flow/run.sh">
#!/bin/bash
# OpenROAD 26Q1-2900-gdf79404cd8, Yosys 0.63+post, stock flow scripts
make -C /OpenROAD-flow-scripts/flow DESIGN_CONFIG=/design/flow/config.mk WORK_HOME=/design/flow/orfs finish
</file>
<file path="design/flow/config.mk">
export PLATFORM = sky130hd
export DESIGN_NAME = Mux512
export DESIGN_NICKNAME = Mux512
export VERILOG_FILES = /design/flow/design.v
export SDC_FILE = /design/flow/constraint.sdc
export NUM_CORES = 4
export LEC_CHECK = 1
export CORE_AREA = 10 10 587 587
export DIE_AREA = 0 0 597 597
</file>
<file path="design/flow/constraint.sdc">
current_design Mux512

set clk_period 1.0
set clk_io_pct 0.2

create_clock -name clk0 -period $clk_period

set non_clock_inputs [all_inputs -no_clocks]
set_input_delay [expr $clk_period * $clk_io_pct] -clock clk0 $non_clock_inputs
set_output_delay [expr $clk_period * $clk_io_pct] -clock clk0 [all_outputs]
</file>
==> job_summary.md <==
### Yosys + OpenROAD results

| Metric | Value |
|---|---|
| Run status | finished, violations left |
| Violated checks | setup timing |
| First-pass GRT wire length | between 300000 and 400000 um |
| Most repeated library cell on the critical path | clkdlybuf4s50_1 |
| Max-cap violations | 0 |
| Total routing usage reported by global routing | 0.191 |
| Total count of hold-check failures in the final report | 0 |
| Final cell count without fillers | roughly 6700 |
| Critical path class | in -> out |
| Library cell occupying the most area in the post-synthesis netlist | mux2_2 |
| Critical path startpoint category | input pin |
| Post-synth top area share | 0.900 |
| Largest net degree at the start of global routing | 37 |
| Hold slack | slightly above 0.9 ns |
| Slowest stage delay, CP | 0.63 ns |
| Buffer-and-inverter tally for the worst setup path | 2 |
| Post-Route Utilization | 0.0885 |
| Placed wire-length estimate | about 340000 um |
| Boundary pin count | roughly 1500 |
| Peak supply drop | between 0.00015 and 0.0002 V |
| Placeable core area | about 330000 um^2 |
| Setup repair after global routing missed its margin | yes |
| Power share of the combinational group | 1.000 |
| Power density cells | about 510 nW/um^2 |
| Vias | about 15000 |
| Path class of the lowest-slack min-delay path | in -> out |
| Post-Syn Area | around 6400 um^2 |
| Cells after synthesis | approximately 570 |
| Post-placement cell count | 6521 |
| Tally of OpenROAD warnings | 36 |
| CP delay by family, top | buffers and inverters |
| Largest driver fanout on the critical path | 1 |
| Switching component of the power | 6.35 mW |
| Die outline width | between 500 and 600 um |
| Data arrival time of the critical path | between 1.5 and 2 ns |
| DR DRC count | 0 |
| Critical path required time | approximately 0.8 ns |
| LEAKAGE | approximately 10 nW |
| Library cell contributing the largest single delay on the critical path | clkdlybuf4s50_1 |
| Antenna violation net count after detailed routing | 0 |
| Total grt overflow | 0 |
| Fraction of power consumed by sequential logic | 0 |
| Int Pwr | 8.50 mW |
| Transition time of the tightest slew-check pin | ~0.39 ns |
| Tally of yosys warning messages | 1 |
| Top area cells in the synthesized netlist | mux2_2 90%, buf_6 8.1%, clkbuf_8 1.7%, buf_2 0.23% |
| Flip-flops | 0 |
| Setup-failing EPs final | 512 |
| Die Height | slightly below 600 um |
| Die Size | about 360000 um^2 |
| Number of input and output port buffers inserted | around 1500 |
| Period utilisation layout | 1.80 |
| Area figure in the yosys stat output | approximately 6400 um^2 |
| Flip-flop and latch area | 0 um^2 |
| Share of post-route cells with drive strength above 1 | 0.447 |
| Total length of routed wires | around 350000 um |
| Fraction of power spent switching nets | 0.427 |
| Post-detailed-route via-to-cell ratio | approximately 2.3 |
| Min cycle time layout | ~1.8 ns |
| Vias in the first global route | 13800 |
| Antenna violations before repair | 612 |
| Yosys stat cell total | between 500 and 600 |
| Final estimated routing congestion in global placement | between 1 and 1.5 |
| # rows | roughly 210 |
| Final-layout clock buffer total | 0 |
| Kind of end point of the critical path | output pin |
| Hold buffer count at CTS | 0 |
| Number of search-and-repair iterations in the first detailed-routing pass | 5 |
| Post-synth cell types | 4 |
| Initial core utilization | 0.0194 |
| Mapped Avg Cell Area | ~11 um^2 |
| Area growth syn-to-layout | 357% |
| Slew Limit Headroom | 0.742 |
| Seq share, synth | 0 |
| Highest clock rate | about 0.55 GHz |
| Count of pins over their slew limit | 0 |
| DP Worst Slack | -1.14 ns |
| Final routed wire length divided by cell count | between 50 and 60 um |
| Final setup margin | -0.805 ns |
| Part of the power in the clock network | 0 |
| Cell chain of the critical path | clkdlybuf4s50_1 > mux2_2 > clkdlybuf4s50_1 |
| Drt initial violations | ~700 |
## cell type report
cell class	instances	area (um^2)
fillers	38500	302000
repair buffers	1679	17400
multi-input cells	512	6050
well taps	4366	5460
diodes	151	378
## stage by stage
stage | setup TNS [ns] | area (um^2) | total power, mW
final | -324.33 | 29300 | 14.8
after global routing | -338.44 | 29100 | 15.8
after CTS | -338.76 | 28500 | 15.2
after detailed placement | -417.83 | 27700 | 14.6
after global placement | -417.00 | 27700 | 14.7
after floorplan | -45.17 | 6550 | 2.04
## worst paths after layout
check	startpoint	to	slack, ns	depth (start not counted)
setup / recovery	a[439]	out[439]	-0.80	3
hold / removal	a[433]	out[433]	0.92	3
## cells in the final DEF (no fill, tap or decap)
master / Yosys / layout
clkdlybuf4s15_1: 0 / 2
clkdlybuf4s50_1: 0 / 1185
clkbuf_2: 0 / 1
buf_4: 0 / 278
dlymetal6s2s_1: 0 / 4
mux2_2: 512 / 437
dlygate4sd2_1: 0 / 20
clkbuf_16: 0 / 3
buf_16: 0 / 18
mux2_4: 0 / 75
buf_8: 0 / 10
buf_2: 3 / 18
buf_6: 46 / 48
buf_12: 0 / 89
clkdlybuf4s15_2: 0 / 1
diode_2: 0 / 151
bufbuf_16: 0 / 2
## kinds of logic (layout without fill, tap and decap cells)
| family | after synthesis | count (layout) | synth area share |
|---|---|---|---|
| multiplexers | 512 | 512 | 0.900 |
| other | 0 | 151 | 0 |
| buffers and inverters | 57 | 1679 | 0.100 |
## per-layer routing
layer,part of all wire,routed length (um),up-vias,GRT usage
li1,-,-,5639,-
met1,0.33,116000,6427,0.189
met2,0.40,141000,1922,0.274
met3,0.22,77600,1040,0.203
met4,0.038,13400,376,0.0467
met5,0.0071,2510,-,0
## synth_stat cells
master,number
mux2_2,512
buf_6,46
clkbuf_8,8
buf_2,3
## worst min-delay path, stage by stage
cell and delay (ns):
dlygate4sd2_1 0.26, mux2_2 0.15, buf_2 0.09
## power by group through the flow
stage | registers (mW) | clock network [mW] | logic [mW]
CTS | 0 | 0 | 15.2
global route | 0 | 0.00000981 | 15.8
finish | 0 | 0.0000222 | 14.8
## repair_timing
item | in CTS | in global routing
endpoints found under the hold margin | 0 | 0
gates resized | 215 | 74
setup endpoints to repair | 512 | 512
cloned | 10 | 3
buffers inserted | 19 | 4
Power figures rest on the tool's default switching activity, not on a simulated workload.

$ cat /design/flow/config.mk
export PLATFORM = sky130hd
export DESIGN_NAME = QuadAes
export DESIGN_NICKNAME = QuadAes
export VERILOG_FILES = /design/flow/design.v
export SDC_FILE = /design/flow/constraint.sdc
export NUM_CORES = 4
export LEC_CHECK = 1
export CORE_AREA = 10 10 950 950
export DIE_AREA = 0 0 960 960
$ cat /design/flow/design.v
module AddRC (data, round_constant, out);
	input [127:0] data, round_constant;
	output logic [127:0] out;
	always_comb begin
		out = data ^ round_constant;
	end
endmodule
module Aes (in, clk, reset, round_constant, out);
	input [127:0] in;
	input [127:0] round_constant;
	input clk;
	input reset;
	output logic [127:0] out;
	wire [127:0] w1, w2, w3, w4, w5;
	S_box S_box (.in(in), .encrypt(1), .out(w1));
	Register Register (.in(w1), .round_constant_in(round_constant), .clk(clk), .reset(reset), .out(w2), .round_constant_out(w5));
	ShiftRows ShiftRows (.in(w2), .out(w3));
	MixColumns MixColumns (.in_data(w3), .out_data(w4));
	AddRC AddRC (.data(w4), .round_constant(w5), .out(out));
endmodule
module MixColumns (
  input logic [127:0] in_data,
  output logic [127:0] out_data
);
  always_comb begin
    logic [7:0] col[4][4];
    for (int i = 0; i < 4; i++) begin
      col[0][i] = in_data[127 - i*32 -: 8];  
      col[1][i] = in_data[119 - i*32 -: 8];  
      col[2][i] = in_data[111 - i*32 -: 8];  
      col[3][i] = in_data[103 - i*32 -: 8];  
    end
    for (int i = 0; i < 4; i++) begin
      logic [7:0] a, b, c, d;
      a = col[0][i];
      b = col[1][i];
      c = col[2][i];
      d = col[3][i];
      col[0][i] = mb2(a) ^ mb3(b) ^ c ^ d;
      col[1][i] = a ^ mb2(b) ^ mb3(c) ^ d;
      col[2][i] = a ^ b ^ mb2(c) ^ mb3(d);
      col[3][i] = mb3(a) ^ b ^ c ^ mb2(d);
    end
    out_data = {col[0][0], col[1][0], col[2][0], col[3][0],
                col[0][1], col[1][1], col[2][1], col[3][1],
                col[0][2], col[1][2], col[2][2], col[3][2],
                col[0][3], col[1][3], col[2][3], col[3][3]};
  end
function [7:0] mb2;  
	input [7:0] x;
	begin
			if(x[7] == 1) mb2 = ((x << 1) ^ 8'h1b);
			else mb2 = x << 1;
	end
endfunction
function [7:0] mb3;  
	input [7:0] x;
	begin
			mb3 = mb2(x) ^ x;
	end
endfunction
endmodule
module QuadAes (in, clk, reset, round_constant, out);
	input [511:0] in, round_constant;
	input clk;
	input reset;
	output [511:0] out;
	genvar i;
	generate
		for (i = 511; i > 0; i -= 128) begin : aes_gen
			Aes Aes (.in(in [i -: 128]),
			         .clk(clk),
					 .reset(reset),
					 .round_constant(round_constant [i -: 128]),
			         .out(out [i -: 128]));
		end
	endgenerate
endmodule
module Register (in, round_constant_in, clk, reset, out, round_constant_out);
	input [127:0] in;
	input [127:0] round_constant_in;
	input clk;
	input reset;
	output logic [127:0] out;
	output logic [127:0] round_constant_out;
	always_ff @(posedge clk or posedge reset) begin
		if (reset) begin
			out <= 0;
			round_constant_out <= 0;
		end
		else begin
			out <= in;
			round_constant_out <= round_constant_in;
		end
	end
endmodule
module GF_SQ_2 ( A, Q );
	input [1:0] A;
	output [1:0] Q;
	assign Q = { A[0], A[1] };
endmodule
module GF_SCLW_2 ( A, Q );
	input [1:0] A;
	output [1:0] Q;
	assign Q = { (A[1] ^ A[0]), A[1] };
endmodule
module GF_SCLW2_2 ( A, Q );
	input [1:0] A;
	output [1:0] Q;
	assign Q = { A[0], (A[1] ^ A[0]) };
endmodule
module GF_MULS_2 ( A, ab, B, cd, Q );
	input [1:0] A;
	input ab;
	input [1:0] B;
	input cd;
	output [1:0] Q;
	wire abcd, p, q;
	assign abcd = ~(ab & cd);  
	assign p = (~(A[1] & B[1])) ^ abcd;
	assign q = (~(A[0] & B[0])) ^ abcd;
	assign Q = { p, q };
endmodule
module GF_MULS_SCL_2 ( A, ab, B, cd, Q );
	input [1:0] A;
	input ab;
	input [1:0] B;
	input cd;
	output [1:0] Q;
	wire t, p, q;
	assign t = ~(A[0] & B[0]);  
	assign p = (~(ab & cd)) ^ t;
	assign q = (~(A[1] & B[1])) ^ t;
	assign Q = { p, q };
endmodule
module GF_INV_4 ( A, Q );
	input [3:0] A;
	output [3:0] Q;
	wire [1:0] a, b, c, d, p, q;
	wire sa, sb, sd;  
	assign a = A[3:2];
	assign b = A[1:0];
	assign sa = a[1] ^ a[0];
	assign sb = b[1] ^ b[0];
	assign c = {  
	~(a[1] | b[1]) ^ (~(sa & sb)) ,
	~(sa | sb) ^ (~(a[0] & b[0])) };
	GF_SQ_2 dinv( c, d);
	assign sd = d[1] ^ d[0];
	GF_MULS_2 pmul(d, sd, b, sb, p);
	GF_MULS_2 qmul(d, sd, a, sa, q);
	assign Q = { p, q };
endmodule
module GF_SQ_SCL_4 ( A, Q );
	input [3:0] A;
	output [3:0] Q;
	wire [1:0] a, b, ab2, b2, b2N2;
	assign a = A[3:2];
	assign b = A[1:0];
	GF_SQ_2 absq(a ^ b,ab2);
	GF_SQ_2 bsq(b,b2);
	GF_SCLW_2 bmulN2(b2,b2N2);
	assign Q = { ab2, b2N2 };
endmodule
module GF_MULS_4 ( A, a, Al, Ah, aa, B, b, Bl, Bh, bb, Q );
	input [3:0] A;
	input [1:0] a;
	input Al;
	input Ah;
	input aa;
	input [3:0] B;
	input [1:0] b;
	input Bl;
	input Bh;
	input bb;
	output [3:0] Q;
	wire [1:0] ph, pl, ps, p;
	wire t;
	GF_MULS_2 himul(A[3:2], Ah, B[3:2], Bh, ph);
	GF_MULS_2 lomul(A[1:0], Al, B[1:0], Bl, pl);
	GF_MULS_SCL_2 summul( a, aa, b, bb, p);
	assign Q = { (ph ^ p), (pl ^ p) };
endmodule
module GF_INV_8 ( A, Q );
	input [7:0] A;
	output [7:0] Q;
	wire [3:0] a, b, c, d, p, q;
	wire [1:0] sa, sb, sd, t;  
	wire al, ah, aa, bl, bh, bb, dl, dh, dd;  
	wire c1, c2, c3;  
	assign a = A[7:4];
	assign b = A[3:0];
	assign sa = a[3:2] ^ a[1:0];
	assign sb = b[3:2] ^ b[1:0];
	assign al = a[1] ^ a[0];
	assign ah = a[3] ^ a[2];
	assign aa = sa[1] ^ sa[0];
	assign bl = b[1] ^ b[0];
	assign bh = b[3] ^ b[2];
	assign bb = sb[1] ^ sb[0];
	assign c1 = ~(ah & bh);
	assign c2 = ~(sa[0] & sb[0]);
	assign c3 = ~(aa & bb);
	assign c = {  
	(~(sa[0] | sb[0]) ^ (~(a[3] & b[3]))) ^ c1 ^ c3 ,
	(~(sa[1] | sb[1]) ^ (~(a[2] & b[2]))) ^ c1 ^ c2 ,
	(~(al | bl) ^ (~(a[1] & b[1]))) ^ c2 ^ c3 ,
	(~(a[0] | b[0]) ^ (~(al & bl))) ^ (~(sa[1] & sb[1])) ^ c2 };
	GF_INV_4 dinv( c, d);
	assign sd = d[3:2] ^ d[1:0];
	assign dl = d[1] ^ d[0];
	assign dh = d[3] ^ d[2];
	assign dd = sd[1] ^ sd[0];
	GF_MULS_4 pmul(d, sd, dl, dh, dd, b, sb, bl, bh, bb, p);
	GF_MULS_4 qmul(d, sd, dl, dh, dd, a, sa, al, ah, aa, q);
	assign Q = { p, q };
endmodule
module MUX21I ( A, B, s, Q );
	input A;
	input B;
	input s;
	output Q;
	assign Q = ~ ( s ? A : B );  
endmodule
module SELECT_NOT_8 ( A, B, s, Q );
	input [7:0] A;
	input [7:0] B;
	input s;
	output [7:0] Q;
	MUX21I m7(A[7],B[7],s,Q[7]);
	MUX21I m6(A[6],B[6],s,Q[6]);
	MUX21I m5(A[5],B[5],s,Q[5]);
	MUX21I m4(A[4],B[4],s,Q[4]);
	MUX21I m3(A[3],B[3],s,Q[3]);
	MUX21I m2(A[2],B[2],s,Q[2]);
	MUX21I m1(A[1],B[1],s,Q[1]);
	MUX21I m0(A[0],B[0],s,Q[0]);
endmodule
module bSbox ( A, encrypt, Q );
	input [7:0] A;
	input encrypt;  
	output [7:0] Q;
	wire [7:0] B, C, D, X, Y, Z;
	wire R1, R2, R3, R4, R5, R6, R7, R8, R9;
	wire T1, T2, T3, T4, T5, T6, T7, T8, T9, T10;
	assign R1 = A[7] ^ A[5] ;
	assign R2 = A[7] ~^ A[4] ;
	assign R3 = A[6] ^ A[0] ;
	assign R4 = A[5] ~^ R3 ;
	assign R5 = A[4] ^ R4 ;
	assign R6 = A[3] ^ A[0] ;
	assign R7 = A[2] ^ R1 ;
	assign R8 = A[1] ^ R3 ;
	assign R9 = A[3] ^ R8 ;
	assign B[7] = R7 ~^ R8 ;
	assign B[6] = R5 ;
	assign B[5] = A[1] ^ R4 ;
	assign B[4] = R1 ~^ R3 ;
	assign B[3] = A[1] ^ R2 ^ R6 ;
	assign B[2] = ~ A[0] ;
	assign B[1] = R4 ;
	assign B[0] = A[2] ~^ R9 ;
	assign Y[7] = R2 ;
	assign Y[6] = A[4] ^ R8 ;
	assign Y[5] = A[6] ^ A[4] ;
	assign Y[4] = R9 ;
	assign Y[3] = A[6] ~^ R2 ;
	assign Y[2] = R7 ;
	assign Y[1] = A[4] ^ R6 ;
	assign Y[0] = A[1] ^ R5 ;
	SELECT_NOT_8 sel_in( B, Y, encrypt, Z );
	GF_INV_8 inv( Z, C );
	assign T1 = C[7] ^ C[3] ;
	assign T2 = C[6] ^ C[4] ;
	assign T3 = C[6] ^ C[0] ;
	assign T4 = C[5] ~^ C[3] ;
	assign T5 = C[5] ~^ T1 ;
	assign T6 = C[5] ~^ C[1] ;
	assign T7 = C[4] ~^ T6 ;
	assign T8 = C[2] ^ T4 ;
	assign T9 = C[1] ^ T2 ;
	assign T10 = T3 ^ T5 ;
	assign D[7] = T4 ;
	assign D[6] = T1 ;
	assign D[5] = T3 ;
	assign D[4] = T5 ;
	assign D[3] = T2 ^ T5 ;
	assign D[2] = T3 ^ T8 ;
	assign D[1] = T7 ;
	assign D[0] = T9 ;
	assign X[7] = C[4] ~^ C[1] ;
	assign X[6] = C[1] ^ T10 ;
	assign X[5] = C[2] ^ T10 ;
	assign X[4] = C[6] ~^ C[1] ;
	assign X[3] = T8 ^ T9 ;
	assign X[2] = C[7] ~^ T7 ;
	assign X[1] = T6 ;
	assign X[0] = ~ C[2] ;
	SELECT_NOT_8 sel_out( D, X, encrypt, Q );
endmodule
module Sbox_r ( A, S, Si, CLK );
	input [7:0] A;
	output [7:0] S;
	output [7:0] Si;
	input CLK   ;
	reg [7:0] S;
	reg [7:0] Si;
	wire [7:0] s;
	wire [7:0] si;
	bSbox sbe(A,1,s);
	bSbox sbd(A,0,si);
	always @ (posedge CLK) begin
		S <= s;
		Si <= si;
	end
endmodule
module 	S_box (in, encrypt, out);
	input [127:0] in;
	input encrypt;
	output logic [127:0] out;
	genvar i;
	generate
		for (i = 7; i < 128; i += 8) begin : S_box_gen
			bSbox Sbox(in[i -: 8], encrypt, out[i -: 8]);
		end
	endgenerate
endmodule
module ShiftRows (
    input logic [127:0] in,
    output logic [127:0] out
);
    always_comb begin
        out[127:96] = in[127:96];
        out[95:64] = (in[95:64] << 8) | (in[95:64] >> 24);
        out[63:32] = (in[63:32] << 16) | (in[63:32] >> 16);
        out[31:0] = (in[31:0] << 24) | (in[31:0] >> 8);
    end
endmodule
$ cat /design/flow/constraint.sdc
current_design QuadAes

set clk_period 3.1
set clk_io_pct 0.2

create_clock -name clk0 -period $clk_period [get_ports {clk}]

set non_clock_inputs [all_inputs -no_clocks]
set_input_delay [expr $clk_period * $clk_io_pct] -clock clk0 $non_clock_inputs
set_output_delay [expr $clk_period * $clk_io_pct] -clock clk0 [all_outputs]
$ cat /design/flow/run.sh
#!/bin/bash
# OpenROAD 26Q1-2900-gdf79404cd8, Yosys 0.63+post, stock flow scripts
make -C /OpenROAD-flow-scripts/flow DESIGN_CONFIG=/design/flow/config.mk WORK_HOME=/design/flow/orfs finish
==> impl_metrics.env <==
# source this file to load flow results
export IMPL_grtUsageTotal_pct=12.2
export IMPL_topCellsByArea="xnor2_1 (25%), dfrtp_1 (19%), xor2_1 (8.1%)"
export IMPL_firstDrtPassIters=10
export IMPL_hold_class="input port to register"
export IMPL_io_pins=1538
export IMPL_grt_max_degree=81
export IMPL_critical_path_max_fanout=11
export IMPL_cts_buffers=144
export IMPL_initCoreUtil_pct=15.6
export IMPL_synth_warnings=6
export IMPL_ctsHtreeMaxLevel=4
export IMPL_drc=0
export IMPL_core_sq_um=882000
export IMPL_yosysChipArea_sq_um=138000
export IMPL_cp_data_required_time_ns=3.86
export IMPL_max_slew_margin_rel_pct=51.9
export IMPL_synth_cell_types=121
export IMPL_n_fill_cell=90200
export IMPL_netlist_area_leader_share_pct=24.7
export IMPL_vias=149000
export IMPL_ys_seq_elements=1024
export IMPL_drt_iter0_markers=9192
export IMPL_hold_viol=0
export IMPL_min_delay_start="round_constant[211]"
export IMPL_grt_pass1_vias=143000
export IMPL_ys_seq_share_pct=18.6
export IMPL_start_kind="input port"
export IMPL_dp_slack_ns=-2.06
export IMPL_chipArea_sq_um=922000
export IMPL_synth_area_sq_um=138000
export IMPL_crit_type="input port to register"
export IMPL_edf_count=0
export IMPL_grt_pass1_wl_microns=875000
export IMPL_ys_flop_type="dfrtp_1"
export IMPL_seq_area_sq_um=25700
export IMPL_syn_inst=17000
export IMPL_layout_setup_ws_ns=-0.681
export IMPL_wirelength_microns=587000
export IMPL_worstSetupEndpointType="register"
export IMPL_cts_sinks=1024
export IMPL_fp_dieH_microns=960
export IMPL_antenna_left=0
export IMPL_cts_tree="yes"
export IMPL_gp_congestion=0.962
export IMPL_largest_area_cell="xnor2_1"
export IMPL_dp_hpwl_microns=477000
export IMPL_via_per_inst=4.12
export IMPL_drv_slew=0
export IMPL_min_to="aes_gen[255].Aes.Register.round_constant_out[83]"
export IMPL_tightest_slew_ns=0.719
export IMPL_syn2layout_area_growth_pct=73.5
export IMPL_fin_crit_ns=3.78
export IMPL_layout_drive_gt1_share_pct=40.8
export IMPL_fin_crit_sh_pct=122
export IMPL_grt_overflow_total=0
export IMPL_status="finished, violations left"
export IMPL_rows=345
export IMPL_max_clock_freq_ghz=0.264
export IMPL_arrival_ns=4.55
export IMPL_comb_area_sq_um=126000
export IMPL_setup_viol=904
export IMPL_cts_root_buf="clkbuf_16"
export IMPL_io_buffer_count=1537
export IMPL_antenna_found_initial=193
export IMPL_path_clk_slew_ns=0.07
export IMPL_violations="negative setup slack"
export IMPL_warnings=29
export IMPL_cap_viol_max_count=0
export IMPL_clk_path_buf_depth=4
export IMPL_final_util_pct=27.1
export IMPL_rsz0062_at_grt="yes"
export IMPL_wl_per_cell_microns=16.2
export IMPL_ys_cells=17000
export IMPL_async_reset_ff_share_pct=100
export IMPL_die_w_microns=960
export IMPL_hold_path_depth=1
export IMPL_synth_avg_cell_area_sq_um=8.13
[cells in the mapped netlist, types with 52 or more instances]
cell      number
o221ai_1     123
dfrtp_1     1024
ha_1          64
nand3_1      359
a211oi_1     190
o22a_1        53
xor2_1      1280
buf_2        270
a31oi_1      163
clkbuf_1     536
o31ai_1       62
a21oi_1     1341
o21ai_1       58
and2_1       131
nor2b_1       84
o22ai_1      289
xnor2_2      170
xor2_2        52
nand2b_1     153
nand2_1     1356
inv_1        318
mux2i_1      304
and3_1        73
o211ai_1     133
mux2_2        76
nor3_1       313
a22oi_1      112
or3_1         67
or2_2         88
nor2_1      1355
xnor3_1      195
xnor2_1     3888
a221oi_1     107
o21ai_0     1122
[flip-flops by register name (all words and copies together), names as in the netlist]
register                                 flops
aes_gen.Aes.Register.round_constant_out    512
aes_gen.Aes.Register.out                   512
[area by class of cell]
type / count / share of cell area (%)
antenna: 89 / 0.0931
clock buffer: 182 / 1.68
clock inverter: 70 / 0.387
inverter: 358 / 0.600
multi-input combinational: 14700 / 52.9
sequential: 1024 / 10.7
tap: 11800 / 6.17
timing repair buffer: 7887 / 27.5
[worst max-delay path by stage]
stage | from | end | slack, ns | depth (start not counted)
after CTS | in[8] | aes_gen[127].Aes.Register.out[10] | -0.57 | 19
after global routing | in[351] | aes_gen[383].Aes.Register.out[90] | -0.68 | 17
final | in[351] | aes_gen[383].Aes.Register.out[90] | -0.68 | 17
[repair_timing]
action / CTS / global route
hold buffers: 15 / 0
cloned: 8 / 11
endpoints found under the setup margin: 1022 / 1011
pin swaps: 1206 / 935
resized: 2699 / 1843
endpoints found under the hold margin: 15 / 0
buffers inserted: 590 / 368
[metal layers]
layer,vias up,part of all wire [%],GRT usage (%)
met5,-,0.042,0
met4,38,3.9,4.09
met1,71200,44,16.4
met3,788,5.1,1.90
li1,73300,-,-
met2,3531,48,20.2
[cell usage in the layout, fill, tap and decap left out, types with 101 or more instances in the layout]
| cell | Yosys | routed |
|---|---|---|
| a21oi_1 | 1341 | 1164 |
| nand3_1 | 359 | 333 |
| a21oi_2 | 12 | 171 |
| buf_6 | 2 | 444 |
| o21ai_1 | 58 | 190 |
| dlymetal6s2s_1 | 0 | 104 |
| buf_12 | 0 | 105 |
| inv_1 | 318 | 262 |
| a211oi_1 | 190 | 126 |
| nand2b_1 | 153 | 129 |
| mux2i_1 | 304 | 286 |
| dlygate4sd2_1 | 0 | 138 |
| and2_1 | 131 | 106 |
| buf_4 | 17 | 5854 |
| o21ai_0 | 1122 | 926 |
| xnor3_2 | 23 | 129 |
| xnor2_1 | 3888 | 3145 |
| nor2_2 | 6 | 101 |
| xor2_2 | 52 | 354 |
| nor2_1 | 1355 | 1225 |
| o22ai_1 | 289 | 240 |
| xnor2_2 | 170 | 680 |
| clkbuf_16 | 0 | 146 |
| nand2_1 | 1356 | 1294 |
| xor2_1 | 1280 | 887 |
| clkdlybuf4s50_1 | 0 | 1042 |
| o211ai_1 | 133 | 133 |
| a31oi_1 | 163 | 149 |
| nor3_1 | 313 | 249 |
| xnor2_4 | 26 | 261 |
| dfrtp_1 | 1024 | 985 |
[logic make-up (layout without fill, tap and decap cells)]
logic type | count (synthesis) | count (layout) | share of synthesized area [%]
flops | 1024 | 1024 | 18.6
fa+ha+maj | 77 | 77 | 0.675
compound gates | 4393 | 4393 | 20.2
other cells | 0 | 89 | 0
simple gates | 4180 | 4180 | 13.6
mux | 390 | 390 | 2.95
buf+inv | 1209 | 8497 | 3.60
xor+xnor | 5685 | 5688 | 40.4
[metrics by stage]
step | cell area (sq um) | instances | hold slack (ns) | TNS (ns)
after floorplan | 141000 | 17000 | 0.651 | -
after global placement | 208000 | 34900 | 1.07 | -870.49
after detailed placement | 208000 | 34900 | 1.07 | -873.70
after CTS | 228000 | 35700 | 0.000677 | -286.77
after global routing | 239000 | 36100 | 0.0489 | -342.45
final | 239000 | 36100 | 0.163 | -197.04
[worst max-delay path, cell delays in order]
cell,delay [ns]
clkdlybuf4s50_1,0.52
buf_4,0.18
inv_1,0.06
xnor3_2,0.43
buf_4,0.20
xnor2_4,0.19
nand3_1,0.12
o21ai_2,0.09
xnor2_2,0.13
buf_4,0.16
buf_4,0.17
a2bb2oi_2,0.16
nor2_1,0.06
or4_4,0.59
xnor2_4,0.26
xnor2_2,0.16
xnor3_1,0.44

==> design/flow/run.sh <==
#!/bin/bash
# OpenROAD 26Q1-2900-gdf79404cd8, Yosys 0.63+post, stock flow scripts
make -C /OpenROAD-flow-scripts/flow DESIGN_CONFIG=/design/flow/config.mk WORK_HOME=/design/flow/orfs finish
==> design/flow/config.mk <==
export PLATFORM = sky130hd
export DESIGN_NAME = Demux512
export DESIGN_NICKNAME = Demux512
export VERILOG_FILES = /design/flow/design.v
export SDC_FILE = /design/flow/constraint.sdc
export NUM_CORES = 4
export LEC_CHECK = 1
export CORE_AREA = 10 10 587 587
export DIE_AREA = 0 0 597 597
==> design/flow/constraint.sdc <==
current_design Demux512

set clk_period 1.0
set clk_io_pct 0.2

create_clock -name clk0 -period $clk_period

set non_clock_inputs [all_inputs -no_clocks]
set_input_delay [expr $clk_period * $clk_io_pct] -clock clk0 $non_clock_inputs
set_output_delay [expr $clk_period * $clk_io_pct] -clock clk0 [all_outputs]
==> design/flow/design.v <==
module Demux512 (in, sel, a, b);
	input [511:0] in;
	input sel;
	output logic [511:0] a, b;
	always_comb begin
		a = sel ? 0 : in;
		b = sel ? in : 0;
	end
endmodule
==> results.cfg <==
; yosys + openroad results
[power_and_ir_drop]
p_leak_nw = 15.9
report.power.total_mw = 18.8
ir_worst_vdd_mv = 0.181
p_per_area_nw_per_um2 = 510

[grt]
initial_antenna_violation_count = 330
grt_max_degree = 37
grt_use_total_pct = 21.4
grt_overflow = 0
grt_first_pass_wirelength_um = 428000
first_global_vias = 16300

[timing]
setup_repair_after_global_routing_missed_its_margin = true
achievable-frequency_mhz = 638
totalNegativeSetupSlack_ns = -381.89
hold_viol = 0
finalCriticalPeriod_ns = 1.57
slew-limit-headroom_pct = 75.1
worstMarginPinSlew_ns = 0.372
setup-violations-final = 1024
setup_slack_ns = -0.567
fin_crit_sh_pct = 157
timing_max_transition_violations_final = 0
hold_slack_ns = 0.726

[placement]
place.gp.congestion = 0.895
place_area_sq_um = 31700
post-dp-hpwl_um = 372000
buffer_ports.inserted = 1537
preCtsSetupSlack_ns = -1.18
dp.cells = 7078

[die]
die_area_sq_um = 356000
fp-utilization_pct = 2.08
io-pin-count = 1537
chipWidth_um = 597
fp.dieH_um = 597
std_cell_core_area_sq_um = 331000
rows = 211

[routing]
routed-via-count = 17000
detailedRoute.firstIterationViolations = 760
drt_first_pass_iters = 5
avgRoutedWirePerCell_um = 52.4
postRouteWirelength_um = 394000
route.detailed.drc = 0
drt.antenna.violating_nets = 0
routed_via_density = 2.27

[worst_hold_path]
worst_hold_path.num_cells = 3
hp-start = in[364]
min_path_type = input port to output pin

[finish]
post_route_cells_drive_above_1_share_pct = 54.9
fin_util_pct = 11.1
flop_count = 0
area.sequential_sq_um = 0
post-route-cell-area_sq_um = 36800
num-fill-cells = 38000
finish.cell_count_without_fillers = 7512
final.clkbuf_count = 0
layout-area-overhead-vs-synth_pct = 436

[run_status]
failed_checks = setup timing
run_status = finished, violations left

[yosys]
netlist_instances = 1137
ys_cells = 1137
sequential_share_of_the_synthesized_area_pct = 0
post_synth.cell_area_avg_sq_um = 6.04
synth_cell_count_leaders = sky130_fd_sc_hd__and2_1 (512), sky130_fd_sc_hd__nor2b_1 (512), sky130_fd_sc_hd__clkbuf_1 (81)
top_cell_area_share_pct = 46.6
yosys.stat.chipArea_sq_um = 6870
ys_types = 5
ys.warnings.count = 1
synthTopCellsByArea = sky130_fd_sc_hd__and2_1 (47%), sky130_fd_sc_hd__nor2b_1 (47%), sky130_fd_sc_hd__clkbuf_1 (4.4%), sky130_fd_sc_hd__buf_2 (2.3%), sky130_fd_sc_hd__buf_4 (0.11%)
syn_area_sq_um = 6870
netlist.top_cell.by_area = sky130_fd_sc_hd__and2_1

[critical_path]
critical_path_start = sel
crit_path_start_kind = input port
worst-path-max-fanout = 26
crit_arrival_ns = 1.37
crit_required_ns = 0.80
timing_worst_setup_path_type = input port to output pin
worstSetupEndpointType = output pin

[job]
log.warning_count = 35
max-cap-violations = 0

[clocking]
cts_hold_buffers = 0
==> layout make-up <==
type / instances / area, sq um / share of cell area (%)
multi-input cells: 1024 / 7790 / 21.2
repair buffers: 1901 / 23000 / 62.5
diodes: 221 / 553 / 1.50
well taps: 4366 / 5460 / 14.8
==> critical path: stages <==
cell and delay, ns:
sky130_fd_sc_hd__buf_16 0.16, sky130_fd_sc_hd__buf_16 0.15, sky130_fd_sc_hd__buf_12 0.16, sky130_fd_sc_hd__nor2b_1 0.15
sky130_fd_sc_hd__clkdlybuf4s50_1 0.50
==> cells in the final DEF (no fill, tap or decap) <==
| master | Yosys | layout |
|---|---|---|
| sky130_fd_sc_hd__and2_1 | 512 | 336 |
| sky130_fd_sc_hd__and2_4 | 0 | 176 |
| sky130_fd_sc_hd__buf_12 | 0 | 413 |
| sky130_fd_sc_hd__buf_16 | 0 | 35 |
| sky130_fd_sc_hd__buf_2 | 31 | 112 |
| sky130_fd_sc_hd__buf_4 | 1 | 379 |
| sky130_fd_sc_hd__buf_6 | 0 | 230 |
| sky130_fd_sc_hd__buf_8 | 0 | 37 |
| sky130_fd_sc_hd__bufbuf_16 | 0 | 1 |
| sky130_fd_sc_hd__clkbuf_16 | 0 | 17 |
| sky130_fd_sc_hd__clkbuf_2 | 0 | 44 |
| sky130_fd_sc_hd__clkdlybuf4s15_1 | 0 | 4 |
| sky130_fd_sc_hd__clkdlybuf4s15_2 | 0 | 7 |
| sky130_fd_sc_hd__clkdlybuf4s50_1 | 0 | 423 |
| sky130_fd_sc_hd__diode_2 | 0 | 221 |
| sky130_fd_sc_hd__dlygate4sd2_1 | 0 | 75 |
| sky130_fd_sc_hd__dlymetal6s2s_1 | 0 | 124 |
| sky130_fd_sc_hd__nor2b_1 | 512 | 356 |
| sky130_fd_sc_hd__nor2b_2 | 0 | 45 |
| sky130_fd_sc_hd__nor2b_4 | 0 | 111 |
==> report_power, final <==
part           internal [mW]  total (mW)  leakage (nW)  switching (mW)
sequential                 0           0             0               0
combinational           9.54        18.8          15.9            9.26
clock              0.0000311   0.0000311       0.00140               0
==> layer usage <==
metal | part of all wire (%) | global-route usage, %
met4 | 3.2 | 4.84
met2 | 47 | 35.9
met3 | 17 | 17.4
met1 | 32 | 20.1
met5 | 0.15 | 0
==> worst paths after layout <==
path	end	slack, ns
worst min-delay path	b[364]	0.73
worst max-delay path	a[296]	-0.57
==> cells by family (layout without fill, tap and decap cells) <==
family / after synthesis / after routing / synth area share [%]
other: 0 / 221 / 0
and+or+nand+nor: 1024 / 1024 / 93.2
buffers and inverters: 113 / 1901 / 6.79
==> timing repair <==
| action | 4_1_cts | 5_1_grt |
|---|---|---|
| pin swaps | 6 | 1 |
| gates cloned | 37 | 21 |
| endpoints found under the setup margin | 1024 | 1024 |
| resized | 1270 | 859 |
| setup buffers | 112 | 64 |
Power and IR drop assume default switching activity.
